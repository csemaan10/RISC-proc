## design/flow/run.sh

```bash
#!/bin/bash
# OpenROAD 26Q1-2900-gdf79404cd8, Yosys 0.63+post, stock flow scripts
make -C /OpenROAD-flow-scripts/flow DESIGN_CONFIG=/design/flow/config.mk WORK_HOME=/design/flow/orfs finish
```

## design/flow/config.mk

```make
export PLATFORM = sky130hd
export DESIGN_NAME = risc_regfile
export DESIGN_NICKNAME = risc_regfile
export VERILOG_FILES = /design/flow/design.v
export SDC_FILE = /design/flow/constraint.sdc
export NUM_CORES = 4
export LEC_CHECK = 1
export CORE_UTILIZATION = 30
```

## design/flow/constraint.sdc

```tcl
current_design risc_regfile

set clk_period 2.1
set clk_io_pct 0.2

create_clock -name clk0 -period $clk_period [get_ports {clk}]

set non_clock_inputs [all_inputs -no_clocks]
set_input_delay [expr $clk_period * $clk_io_pct] -clock clk0 $non_clock_inputs
set_output_delay [expr $clk_period * $clk_io_pct] -clock clk0 [all_outputs]
```

## design/flow/design.v

```verilog
module risc_regfile (clk, rst_n, rslt, reg_wr_vld, load_op,
    dst, dmdataout,opnda_addr, opndb_addr, oprnd_a, oprnd_b );
  input clk, rst_n, reg_wr_vld, load_op;
	input wire [7:0] rslt;
	input wire [2:0] opnda_addr;
	input wire [2:0] opndb_addr; 
	input wire [2:0] dst;
	input wire [7:0] dmdataout;
	output reg [7:0] oprnd_a;
	output reg [7:0] oprnd_b;
	wire[7:0] reg_data_in;
	reg [7:0] regfile0;
	reg [7:0] regfile1;
	reg [7:0] regfile2;
	reg [7:0] regfile3;
	reg [7:0] regfile4;
	reg [7:0] regfile5;
	reg [7:0] regfile6;
	reg [7:0] regfile7;
	wire regfile0_enbl;
	wire regfile1_enbl;
	wire regfile2_enbl;
	wire regfile3_enbl;
	wire regfile4_enbl;
	wire regfile5_enbl;
	wire regfile6_enbl;
	wire regfile7_enbl;
	assign regfile0_enbl = (dst == 3'h0) & reg_wr_vld;
	assign regfile1_enbl = (dst == 3'h1) & reg_wr_vld;
	assign regfile2_enbl = (dst == 3'h2) & reg_wr_vld;
	assign regfile3_enbl = (dst == 3'h3) & reg_wr_vld;
	assign regfile4_enbl = (dst == 3'h4) & reg_wr_vld;
	assign regfile5_enbl = (dst == 3'h5) & reg_wr_vld;
	assign regfile6_enbl = (dst == 3'h6) & reg_wr_vld;
	assign regfile7_enbl = (dst == 3'h7) & reg_wr_vld;
    assign reg_data_in = load_op ? dmdataout : rslt;
	always @ (posedge clk or negedge rst_n)
		begin
		if (~rst_n) begin 
			regfile0 <= 8'h00;
			regfile1 <= 8'h00;
			regfile2 <= 8'h00;
			regfile3 <= 8'h00;
			regfile4 <= 8'h00;
			regfile5 <= 8'h00;
			regfile6 <= 8'h00;
			regfile7 <= 8'h00;				
		end else begin 
			if (regfile0_enbl) regfile0 <= reg_data_in;
			else if(regfile1_enbl) regfile1 <= reg_data_in;
			else if(regfile2_enbl) regfile2 <= reg_data_in;
			else if(regfile3_enbl) regfile3 <= reg_data_in;
			else if(regfile4_enbl) regfile4 <= reg_data_in;
			else if(regfile5_enbl) regfile5 <= reg_data_in;
			else if(regfile6_enbl) regfile6 <= reg_data_in;
			else if(regfile7_enbl) regfile7 <= reg_data_in;
			end
		end
	always @ (opnda_addr or regfile0 or regfile1 or regfile2 or
	 regfile3 or regfile4 or regfile5 or regfile6 or
	 regfile7)
	  begin
	   case (opnda_addr)
	    3'b0: oprnd_a = regfile0;
	    3'b001: oprnd_a = regfile1;
		3'b010: oprnd_a = regfile2;
		3'b011: oprnd_a = regfile3;
		3'b100: oprnd_a = regfile4;
		3'b101: oprnd_a = regfile5;
		3'b110: oprnd_a = regfile6;
		3'b111: oprnd_a = regfile7;
		default: oprnd_a = 8'b0;
	 endcase
	end
	always @ (opndb_addr or regfile0 or regfile1 or regfile2 or
	 regfile3 or regfile4 or regfile5 or regfile6 or
	 regfile7)
	  begin
	   case (opndb_addr)
	    3'b0: oprnd_b = regfile0;
	    3'b001: oprnd_b = regfile1;
		3'b010: oprnd_b = regfile2;
		3'b011: oprnd_b = regfile3;
		3'b100: oprnd_b = regfile4;
		3'b101: oprnd_b = regfile5;
		3'b110: oprnd_b = regfile6;
		3'b111: oprnd_b = regfile7;
	  default: oprnd_b = 8'b0;
	 endcase
	end	
endmodule
```

==> results.toml <==
# yosys + openroad results
[synthesis]
ys_types = 41
synth_cells = 366
synth_flop_count = 64
synth_warnings = 1
ys_seq_frac = 0.444
syn_area_um2 = 3610
synth.yosys.num_cells = 366
syn_avg_cell_area_um2 = 9.86
yosys-stat-area_um2 = 3610

[run_status]
outcome = "finished clean"

[pwr]
comb_power_share = 0.243
power_mw = 3.97
sw_frac_of_total = 0.284
intPower_mw = 2.84
powerDensity_nw_per_um2 = 825
vdd.ir_drop.worst_mv = 0.459
power.leakage_nw = 2.10
power_frac_clock = 0.324
pwr-share-seq = 0.434
power.switching_mw = 1.13

[floorplan]
die_w_um = 112
rows = 39
fp-utilization = 0.312
ios = 45
die_area_um2 = 12500
die_h_um = 112
coreArea_um2 = 11600

[detailed_routing]
dr.pass1.iters = 22
vias_per_cell = 5.36
ant_nets = 0
wl_per_cell_um = 17.6
dr.first_iter.drc_count = 221
wl_mm = 10.5
antenna_cells = 0
vias = 3182
drc = 0

[worst_setup_path]
critPathKind = "input port to primary output"
end_kind = "primary output"
slowest_stage = "or3_4"
crit_arrival_ns = 1.66
path_buffers = 4
slowest_delay_ns = 0.40
crit_path_max_fanout = 7
crit_path_frequent_cell = "buf_4"
critical_path_required_ns = 1.68
start_kind = "input port"
crit_chain = "buf_4 -> buf_6 -> buf_4 -> or3_4 -> nor2_1 -> a31oi_1 -> dlygate4sd2_1"
critical-path-top-delay-family = "buffers and inverters"

[timing]
setup-violations-final = 0
finalClockSkew_ns = 0
hold_viol_final = 0
max-slew-margin-rel = 0.717
tightestPinTransition_ns = 0.424
rsz0062_at_grt = "yes"
slew_violations = 0
finalCritPeriodShare = 0.991
fmax_mhz = 481
fin_crit_ns = 2.08
tns_ns = 0

[clocking]
cts.clk_slew.worst_paths_ns = 0.05
clock_path_buffers = 2
cts_made_buffers = 9
clk_latency_ns = 0.32
cts_sinks = 64
hold_buffers = 0
cts-root-buf = "clkbuf_16"
cts_tree = "done"
h-tree-depth = 3

[placement]
place_hpwl_mm = 6.98
dpl_cell_area_um2 = 4380
portBuffers = 44
place.gp.congestion = 0.901

[run]
tool_warnings = 26
maxCapViolCount = 0

[grt]
grt_max_degree = 35
grt_usage = 0.179
antenna_found_initial = 0
grt_first_pass_wirelength_mm = 16.8
grt_overflow = 0
first_global_vias = 3095

[finish]
fillers = 1036
drive_gt1_frac = 0.244
final_area_um2 = 4810
area_growth_pct = 33.4
post-route-util = 0.416

[min_path]
hp-class = "input port to asynchronous set/reset pin"
==> routing by layer <==
layer  up-vias  wire, um  global-route usage
li1       1497         -                   -
met1      1549      4740               0.257
met2       122      4760               0.277
met3        14       776              0.0482
met4         0       191              0.0423
met5         -         0                   0
==> synthesized netlist by cell type <==
master	number	area, um^2
a211o_1	1	8.76
a211oi_1	6	45.0
a21oi_1	38	190
a21oi_2	2	17.5
a221oi_1	2	17.5
a22o_1	1	8.76
a22oi_1	5	37.5
a31oi_1	5	31.3
a32oi_1	4	35.0
and2_1	1	6.26
and3_1	1	6.26
and3b_1	1	8.76
and4bb_2	2	25.0
buf_12	1	20.0
buf_2	9	45.0
buf_4	8	60.1
buf_6	9	101
clkbuf_1	1	3.75
dfrtp_1	64	1600
inv_1	3	11.3
mux2_2	11	124
mux2_4	1	15.0
mux2i_1	28	280
mux4_1	2	52.6
mux4_2	2	45.0
nand2_1	37	139
nand2b_1	7	43.8
nand3_1	1	5.00
nand4_1	1	6.26
nand4b_1	3	26.3
nor2_1	46	173
nor2b_2	1	8.76
nor3b_1	12	90.1
nor4b_4	1	23.8
nor4bb_1	1	10.0
o21ai_0	32	160
o221ai_1	2	17.5
o22a_1	5	43.8
o22ai_1	5	31.3
o32a_1	2	20.0
or3_1	2	12.5
==> state kept, by name (all words and copies together) (netlist names) <==
name	cells
regfile1	8
regfile7	8
regfile5	8
regfile0	8
regfile2	8
regfile4	8
regfile6	8
regfile3	8
==> metrics by stage <==
stage | hold WS, ns | setup WS (ns) | cells
detailed placement | 0.471 | -0.641 | 566
floorplan | 0.124 | 0.453 | 366
CTS | 0.128 | 0.0109 | 591
global route | 0.151 | -0.0526 | 594
global placement | 0.465 | -0.630 | 566
finish | 0.114 | 0.0192 | 594
==> power groups by stage <==
stage / Clock [mW] / Sequential [mW] / Combinational (mW)
finish: 1.29 / 1.72 / 0.965
global route: 1.36 / 1.76 / 1.08
CTS: 1.30 / 1.72 / 0.964
==> cell usage in the layout (no fill, tap or decap), types with 4 or more instances in the layout <==
cell type	synthesis	routed
nand2b_1	7	6
o22a_1	5	5
a32oi_1	4	4
clkbuf_16	0	9
dlygate4sd2_1	0	10
nand2_1	37	36
a22oi_1	5	5
a211oi_1	6	6
a21oi_1	38	36
a31oi_1	5	5
buf_12	1	6
buf_2	9	8
buf_4	8	43
nor2_1	46	43
clkdlybuf4s50_1	0	21
buf_6	9	4
o21ai_0	32	32
dfrtp_1	64	64
mux2i_1	28	28
mux2_2	11	10
a21oi_2	2	4
o22ai_1	5	5
nor3b_1	12	12
==> timing repair <==
item,4_1_cts,5_1_grt
buffers inserted,8,3
pin swaps,17,4
gates cloned,3,0
resized,73,5
endpoints found under the setup margin,16,10
==> worst reg2reg max path, stage by stage (launching register included) <==
cell and delay [ns]:
dfrtp_1 0.39, buf_4 0.15, nand2_1 0.04, o21ai_0 0.07
==> final cells by class <==
cell class	instances	area (um^2)	area share
clock buffers	13	250	0.0520
clock inverters	1	5.00	0.00104
inverters	3	11.3	0.00234
multi-input cells	271	1830	0.381
flip-flops and latches	64	1600	0.333
well taps	143	179	0.0372
repair buffers	99	931	0.193
==> kinds of logic after synthesis <==
kind of cell	after synthesis	share of synthesized area
buf+inv	31	0.0669
flops	64	0.444
compound gates	110	0.184
simple gates	117	0.162
mux	44	0.143
==> final timing paths <==
path                                          from  slack [ns]                 endpoint  cells after the start
min in group clk0          regfile7[6]$_DFFE_PN0P_        0.50  regfile7[6]$_DFFE_PN0P_                      2
max                                  opnda_addr[0]        0.02               oprnd_a[4]                      7
max reg2reg                regfile6[6]$_DFFE_PN0P_        1.32  regfile6[6]$_DFFE_PN0P_                      3
min reg2reg                regfile7[6]$_DFFE_PN0P_        0.50  regfile7[6]$_DFFE_PN0P_                      2
max in group asynchronous                    rst_n        1.65  regfile4[3]$_DFFE_PN0P_                      2
min                                          rst_n        0.11  regfile4[6]$_DFFE_PN0P_                      2
Power is estimated from default activity; no workload was simulated.
