File: flow/design.v
module risc_iunit (clk, rst_n, instruction, pc, ir);
  input wire clk;
  input wire rst_n;
  input wire [12:0] instruction;
  output reg [4:0] pc;
  output reg [12:0] ir;
  parameter nop = 13'h0000;  
  always @(posedge clk or negedge rst_n) begin
    if (rst_n == 1'b0) begin
		ir <= nop;
		pc <= 5'b0;
   end else begin
		ir <= instruction;
		pc <= (pc + 1) % 32;
	end
  end
endmodule
File: flow/run.sh
#!/bin/bash
# OpenROAD 26Q1-2900-gdf79404cd8, Yosys 0.63+post, stock flow scripts
make -C /OpenROAD-flow-scripts/flow DESIGN_CONFIG=/design/flow/config.mk WORK_HOME=/design/flow/orfs finish
File: flow/config.mk
export PLATFORM = sky130hd
export DESIGN_NAME = risc_iunit
export DESIGN_NICKNAME = risc_iunit
export VERILOG_FILES = /design/flow/design.v
export SDC_FILE = /design/flow/constraint.sdc
export NUM_CORES = 4
export LEC_CHECK = 1
export CORE_AREA = 10 10 70 70
export DIE_AREA = 0 0 80 80
File: flow/constraint.sdc
current_design risc_iunit

set clk_period 1.0
set clk_io_pct 0.2

create_clock -name clk0 -period $clk_period [get_ports {clk}]

set non_clock_inputs [all_inputs -no_clocks]
set_input_delay [expr $clk_period * $clk_io_pct] -clock clk0 $non_clock_inputs
set_output_delay [expr $clk_period * $clk_io_pct] -clock clk0 [all_outputs]
==> run_summary.xml <==
<?xml version="1.0" encoding="UTF-8"?>
<metrics>
  <group name="timing">
    <metric name="fmax" unit="MHz">1028</metric>
    <metric name="rsz_0062_raised_after_global_routing" unit="">yes</metric>
    <metric name="timing.slew.headroom" unit="">0.9167</metric>
    <metric name="skew" unit="ns">0.0001161</metric>
    <metric name="layout_worst_path_cycle_share" unit="">0.9723</metric>
    <metric name="final.setup.worst_slack" unit="ns">0.02768</metric>
    <metric name="worst-slew-pin-transition" unit="ns">0.1245</metric>
    <metric name="timing_max_transition_violations_final" unit="">0</metric>
    <metric name="report.final.setup_viol" unit="">0</metric>
    <metric name="crit_path_time_final" unit="ns">0.9723</metric>
    <metric name="final-hold-violation-count" unit="">0</metric>
  </group>
  <group name="grt">
    <metric name="antenna_found_initial" unit="">0</metric>
    <metric name="leftover_overflow_at_the_end_of_global_routing" unit="">0</metric>
    <metric name="grt_pass1_vias" unit="">391</metric>
    <metric name="first_pass_grt_wire_length" unit="mm">2.090</metric>
    <metric name="total_global_route_track_usage" unit="">0.04264</metric>
    <metric name="grt_start_max_net_pins" unit="">19</metric>
  </group>
  <group name="final_layout">
    <metric name="fin_cells" unit="">113</metric>
    <metric name="drive_gt1_frac" unit="">0.4478</metric>
    <metric name="layout.cells.most_common_list" unit="">sky130_fd_sc_hd__dfrtp_1 (18), sky130_fd_sc_hd__buf_2 (18), sky130_fd_sc_hd__clkdlybuf4s50_1 (14)</metric>
    <metric name="area_delta_synth_final" unit="%">78.11</metric>
  </group>
  <group name="synth">
    <metric name="syn_std_cell_area" unit="um2">503.0</metric>
    <metric name="ys_flops" unit="">18</metric>
    <metric name="synth.avg_cell_area" unit="um2">20.12</metric>
    <metric name="synth_cell_types" unit="">6</metric>
    <metric name="ys_seq_frac" unit="">0.8955</metric>
    <metric name="ys_cells" unit="">25</metric>
    <metric name="yosysWarnings" unit="">1</metric>
    <metric name="ys_area" unit="um2">503.0</metric>
    <metric name="syn_inst" unit="">25</metric>
  </group>
  <group name="detailed_routing">
    <metric name="drc" unit="">0</metric>
    <metric name="route.detailed.vias_per_inst" unit="">3.062</metric>
    <metric name="detailedRoute.firstIterationViolations" unit="">4</metric>
    <metric name="antenna_cells" unit="">0</metric>
    <metric name="num_vias" unit="">346</metric>
    <metric name="avgRoutedWirePerCell" unit="um">11.70</metric>
    <metric name="routed_wl" unit="mm">1.322</metric>
    <metric name="drt-pass1-iter-count" unit="">3</metric>
    <metric name="detail-route-antenna-nets" unit="">0</metric>
  </group>
  <group name="clock_tree">
    <metric name="clock_insertion_delay_worst_skew" unit="ns">0.27</metric>
    <metric name="clkSlewWorstSetupHoldPaths" unit="ns">0.09</metric>
    <metric name="cts_buffer_depth" unit="">2</metric>
    <metric name="cts_tree" unit="">done</metric>
    <metric name="htree_num_levels" unit="">1</metric>
    <metric name="clock_sink_count" unit="">18</metric>
    <metric name="clock_tree.root_cell" unit="">sky130_fd_sc_hd__clkbuf_4</metric>
    <metric name="cts.hold.buffers_added" unit="">0</metric>
    <metric name="tritoncts.num_buffers" unit="">3</metric>
  </group>
  <group name="floorplan">
    <metric name="die_area" unit="mm2">0.006400</metric>
    <metric name="io-pin-count" unit="">33</metric>
    <metric name="die_h" unit="um">80</metric>
    <metric name="die.size.x" unit="um">80</metric>
    <metric name="core_footprint" unit="mm2">0.003416</metric>
    <metric name="initCoreUtil" unit="">0.1473</metric>
    <metric name="rows" unit="">21</metric>
  </group>
  <group name="power_and_ir_drop">
    <metric name="power.ir.vdd_worst" unit="mV">0.5864</metric>
    <metric name="power_leakage" unit="nW">0.4259</metric>
    <metric name="power.density_cell_area" unit="mW/mm2">1324</metric>
  </group>
  <group name="setup_path">
    <metric name="critical_path_depth" unit="">1</metric>
    <metric name="crit_path_max_incr_delay" unit="ns">0.38</metric>
    <metric name="cp_capture_type" unit="">output port</metric>
    <metric name="critPathKind" unit="">register to output port</metric>
    <metric name="crit_arrival" unit="ns">0.77</metric>
    <metric name="startpoint_type" unit="">register</metric>
    <metric name="timing.critical_path.buf_inv" unit="">1</metric>
    <metric name="crit_path_max_fanout" unit="">2</metric>
    <metric name="ordered_list_of_cells_on_the_worst_path" unit="">buf_2</metric>
    <metric name="data_required_critical_path" unit="ns">0.80</metric>
    <metric name="crit_slowest_cell" unit="">sky130_fd_sc_hd__dfrtp_1</metric>
    <metric name="timing.critical_path.max_delay_family" unit="">flip-flops</metric>
    <metric name="worst_r2r_path_depth" unit="">4</metric>
  </group>
  <group name="job">
    <metric name="maxCapViolCount" unit="">0</metric>
    <metric name="stage_log_warnings" unit="">26</metric>
  </group>
  <group name="placed_design">
    <metric name="dpl.cell_count" unit="">107</metric>
    <metric name="place_worst_setup_slack" unit="ns">-0.05832</metric>
    <metric name="gp_congestion" unit="">0.6364</metric>
    <metric name="place.port_buffers" unit="">32</metric>
  </group>
  <group name="status">
    <metric name="run_status" unit="">complete, no violations</metric>
  </group>
  <group name="hold_path">
    <metric name="min-delay-path-class" unit="">input port to async pin</metric>
  </group>
</metrics>
==> area by class of cell <==
| cell class | instances | area [um2] |
|---|---|---|
| Timing Repair Buffer | 39 | 295.3 |
| Clock buffer | 3 | 22.52 |
| Multi-Input combinational cell | 6 | 66.31 |
| Sequential cell | 18 | 450.4 |
| Fill cell | 374 | 2520 |
| Inverter | 1 | 3.754 |
| Tap cell | 46 | 57.56 |
==> state kept, by name, indices dropped and copies added (netlist names) <==
| signal | cells |
|---|---|
| ir | 13 |
| pc | 5 |
==> kinds of logic after synthesis <==
kind of cell,after synthesis,synth area share
XOR/XNOR,3,0.05225
adder cells (fa/ha/maj),1,0.02487
buffers and inverters,1,0.007456
flip-flops,18,0.8955
AND/OR/NAND/NOR,2,0.01990
==> report_power, final <==
part / switching (W) / internal (W) / total [W]
registers: 0.00000581 / 0.000753 / 0.000759
logic: 0.0000275 / 0.0000719 / 0.0000994
clock network: 0.000188 / 0.000139 / 0.000327
==> metrics by stage <==
stage	TNS (ns)	instance area (um2)	hold WS, ns	total power (W)	util
global route	-0.1809	895.9	0.2606	0.001257	0.2623
finish	0	895.9	0.2618	0.001186	0.2623
CTS	0	878.3	0.2544	0.001219	0.2571
detailed placement	-0.1000	923.4	0.4679	0.0009055	0.2703
global placement	-0.06849	923.4	0.4587	0.0009045	0.2703
floorplan	0	503.0	-0.09559	0.0007675	-
==> per-layer routing <==
metal / wire length, um / track usage / vias up / part of all wire
met3: 185 / 0.02614 / 0 / 0.14
met1: 480 / 0.04612 / 165 / 0.36
met4: 0 / 0.005282 / 0 / 0
met5: 0 / 0 / - / 0
met2: 655 / 0.07143 / 18 / 0.50
li1: - / - / 163 / -
==> Yosys cell counts <==
| cell | instances | area share |
|---|---|---|
| sky130_fd_sc_hd__dfrtp_1 | 18 | 0.90 |
| sky130_fd_sc_hd__ha_1 | 1 | 0.025 |
| sky130_fd_sc_hd__inv_1 | 1 | 0.0075 |
| sky130_fd_sc_hd__nand3_1 | 2 | 0.020 |
| sky130_fd_sc_hd__xnor2_1 | 2 | 0.035 |
| sky130_fd_sc_hd__xor2_1 | 1 | 0.017 |
==> worst paths after layout <==
path                                  from          endpoint  slack, ns
setup / recovery           pc[0]$_DFF_PN0_             pc[0]       0.03
hold / removal                       rst_n   pc[4]$_DFF_PN0_       0.26
setup reg to reg           pc[0]$_DFF_PN0_   pc[4]$_DFF_PN0_       0.07
hold reg to reg            pc[4]$_DFF_PN0_   pc[4]$_DFF_PN0_       0.54
max in group asynchronous            rst_n  ir[10]$_DFF_PN0_       0.61
min in group clk0           instruction[3]   ir[3]$_DFF_PN0_       0.35
==> what timing repair did <==
action,CTS,global route
buffers inserted,2,1
setup endpoints to repair,18,17
endpoints found under the hold margin,0,0
gates resized,57,1
pin swaps,1,0
Power and IR drop assume default switching activity.
