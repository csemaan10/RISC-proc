$ cat design/flow/config.mk
export PLATFORM = sky130hd
export DESIGN_NAME = risc_eunit
export DESIGN_NICKNAME = risc_eunit
export VERILOG_FILES = /design/flow/design.v
export SDC_FILE = /design/flow/constraint.sdc
export NUM_CORES = 4
export LEC_CHECK = 1
export CORE_UTILIZATION = 30
$ cat design/flow/constraint.sdc
current_design risc_eunit

set clk_period 1.7
set clk_io_pct 0.2

create_clock -name clk0 -period $clk_period [get_ports {clk}]

set non_clock_inputs [all_inputs -no_clocks]
set_input_delay [expr $clk_period * $clk_io_pct] -clock clk0 $non_clock_inputs
set_output_delay [expr $clk_period * $clk_io_pct] -clock clk0 [all_outputs]
$ cat design/flow/design.v
module risc_eunit (clk, rst_n, opcode, dmaddrin,
	oprnd_a, oprnd_b, dstin,
	dmenbl, rdwr, dmaddr, rslt, dst, reg_wr_vld,
	dmdatain, load_op);
output dmenbl, rdwr, reg_wr_vld, load_op;  
	input wire clk;
	input wire rst_n;
	input wire [3:0] opcode;
	input wire [3:0] dmaddrin;
	input wire [7:0] oprnd_a;
	input wire [7:0] oprnd_b;
	input wire [2:0] dstin;
	output reg [3:0] dmaddr;
	output [7:0] rslt;
	output reg [2:0] dst;
	output wire [7:0] dmdatain;
	wire reg_wr_vld;  
	wire rdwr;  
	wire [7:0] adder_in_a;
	wire [7:0] rslt_or;
	wire [7:0] rslt_xor;
	wire [7:0] rslt_and;
	wire [7:0] rslt_shl;
	wire [7:0] rslt_shr;
	wire [7:0] rslt_ror;
	wire [7:0] rslt_rol;
	wire [7:0] rslt_not;
	wire ci;  
	reg dmenbl;  
	reg [7:0] rslt;
	reg [7:0] rslt_i;
	reg [7:0] rslt_sum;  
	reg [7:0] adder_in_b;
	reg adder_mode;
	reg co;  
	reg [3:0] opcode_out;
	parameter add = 1'b0;
	parameter sub = 1'b1;
	parameter nop_op = 4'b0000;
	parameter add_op = 4'b0001;
	parameter sub_op = 4'b0010;
	parameter and_op = 4'b0011;
	parameter or_op = 4'b0100;
	parameter xor_op = 4'b0101;
	parameter inc_op = 4'b0110;
	parameter dec_op = 4'b0111;
	parameter not_op = 4'b1000;
	parameter neg_op = 4'b1001;
	parameter shr_op = 4'b1010;
	parameter shl_op = 4'b1011;
	parameter ror_op = 4'b1100;
	parameter rol_op = 4'b1101;
	parameter ld_op = 4'b1110;
	parameter st_op = 4'b1111;
	assign load_op = (opcode_out == ld_op);
	assign rdwr = ~(opcode_out == st_op);
	assign reg_wr_vld = (opcode_out != st_op) &&
	(opcode_out != nop_op);
	assign dmdatain = rslt;
	always @ (posedge clk or negedge rst_n)
	 begin
	  if (~rst_n) begin
	  rslt <= 8'h00;
	   dmaddr <= 4'h0;
	   opcode_out <= 4'h0;
	    dst <= 3'b000;
	  end else begin
	   rslt <= rslt_i;
	   dst <= dstin;
	   dmaddr <= dmaddrin;
	   opcode_out <= opcode;
	  end
    end
	always @ (posedge clk or negedge rst_n)
	begin
	 if (~rst_n)
	  dmenbl <= 1'b0;
	 else if (opcode == st_op || opcode == ld_op)
	  dmenbl <= 1'b1;
	 else
	  dmenbl <= 1'b0;
	end
	always @ (opcode)
	begin
	 if ((opcode == sub_op) || (opcode == dec_op))
	  adder_mode = sub;
	 else
	  adder_mode = add;
	end
 always @ (opcode or oprnd_b)
	begin
		case (opcode)
			sub_op: adder_in_b = ~oprnd_b;
			inc_op: adder_in_b = 8'h01;
			neg_op: adder_in_b = 8'h01;
			dec_op: adder_in_b = ~(8'h01);
			default: adder_in_b = oprnd_b;
		endcase
	end
    assign adder_in_a = (opcode == neg_op) ? ~oprnd_a : oprnd_a;
    assign ci = adder_mode;
	always @ (adder_in_a or adder_in_b or ci)
	begin
	 {co, rslt_sum} = adder_in_a + adder_in_b + ci;
	end
	assign rslt_or = oprnd_a|oprnd_b;
	assign rslt_xor = oprnd_a ^oprnd_b;
	assign rslt_and = oprnd_a &oprnd_b;
	assign rslt_shl = oprnd_a <<1;
	assign rslt_shr = oprnd_a >>1;
	assign rslt_ror = (oprnd_a >> 1)|(oprnd_a << (7));
	assign rslt_rol = (oprnd_a << 1)|(oprnd_a >> (7));
	assign rslt_not = ~oprnd_a;
	always @ (opcode or oprnd_a or rslt_and or rslt_or
	  or rslt_xor or rslt_shr or rslt_shl
	  or rslt_rol or rslt_ror or rslt_sum )
		begin
			case (opcode)
			add_op,
			sub_op,
			inc_op,
			dec_op,
			neg_op: rslt_i = rslt_sum;			
			st_op,
			ld_op: rslt_i = oprnd_a;		
			and_op: rslt_i = rslt_and;
			or_op: rslt_i = rslt_or;
			xor_op: rslt_i = rslt_xor;
			not_op: rslt_i = rslt_not;
			shr_op: rslt_i = rslt_shr;
			shl_op: rslt_i = rslt_shl;
			ror_op: rslt_i = rslt_ror;
			rol_op: rslt_i = rslt_rol;
			default: rslt_i = oprnd_a;
			endcase
		end
endmodule
$ cat design/flow/run.sh
#!/bin/bash
# OpenROAD 26Q1-2900-gdf79404cd8, Yosys 0.63+post, stock flow scripts
make -C /OpenROAD-flow-scripts/flow DESIGN_CONFIG=/design/flow/config.mk WORK_HOME=/design/flow/orfs finish
==> job_summary.md <==
## Implementation flow summary

| Metric | Value |
|---|---|
| Leftover overflow at the end of global routing | 0 |
| Final period util | 130.6% |
| Die outline area | 7990 um^2 |
| Cell taking the most area after synthesis | dfrtp_1 |
| Fraction of the core area occupied by cells at floorplan | 31.25% |
| Number of H-tree branching levels | 1 |
| Main synth FF type | dfrtp_1 |
| Min setup slack post-route | -0.5194 ns |
| Avg Vias per Cell | 4.948 |
| Total of buffers placed on input and output ports | 55 |
| Share of async-settable or async-resettable flops after synthesis | 100.0% |
| Kind of start point of the critical path | input port |
| Clock-pin transition on the worst setup and hold timing paths | 0.08 ns |
| Static leakage power | 0.001654 uW |
| Yosys Chip Area | 2291 um^2 |
| Post-route minimum period | 2.219 ns |
| Row Count | 31 |
| Total vias in the final route | 2,494 |
| Final-report hold violation count | 0 |
| Largest buffer count on any clock path | 2 |
| Count of hold buffers inserted by post-cts repair | 0 |
| Height of the die | 89.39 um |
| Cell Pwr Density | 563.2 nW/um^2 |
| Least-Margin Pin Slew | 0.4517 ns |
| CTS tree | yes |
| Count of clock tree sinks | 20 |
| Final std cells w/o fill | 504 |
| Critical path data arrival time | 2.37 ns |
| Gate count of the mapped netlist | 292 |
| Violations in the final reports | setup timing |
| Sequential cell area fraction in the yosys report | 21.85% |
| Dominant cell by count in the synthesized netlist | o21ai_0 |
| Standard cell core area | 7331 um^2 |
| Vias in the first global route | 2,231 |
| Critical path required time | 1.85 ns |
| Initial detailed-routing violation count | 204 |
| HPWL after detailed placement | 5275 um |
| Routed len/inst | 13.65 um |
| Type of the worst setup path | in2reg |
| Yosys reg bits | 20 |
| FF+latch area | 500.5 um^2 |
| Filler Cell Count | 670 |
| Slew Limit Headroom | 69.82% |
| Number of antenna violations at the first check in global routing | 0 |
| Antenna fix cells | 0 |
| Main area contributors after synthesis | dfrtp_1 (22%), ha_1 (12%), o21ai_0 (7.4%), a21oi_1 (5.7%), nor2_1 (4.3%) |
| Total iterations of the first detailed-routing run | 4 |
| Per-instance average area after synthesis | 7.846 um^2 |
| Number of synthesized flops with an enable pin | 0 |
| Global-route wire length before repair | 10,910 um |
| Number of warnings the tools reported | 36 |
| Count of maximum capacitance violations | 0 |
| Mapped cell area | 2291 um^2 |
| Category of the worst setup path capture point | register |
| Width of the chip | 89.39 um |
| Status | complete, but fails checks |
| Worst-case vdd ir drop | 427.0 uV |
| Total count of max-transition violations in the final report | 0 |
| Pin count of the biggest net entering global routing | 24 |
| DRC violation count after routing | 0 |
| Cell types with the highest counts after synthesis | o21ai_0 (34), a21oi_1 (26), nor2_1 (26) |
| Combinational Area | 1593 um^2 |
| Boundary Pins | 56 |
| Global router's overall resource usage | 17.99% |
| Number of CTS-inserted buffers | 3 |
| Unrepaired setup endpoints after global routing | yes |
| Critical-path maximum fanout | 3 |
| Share of layout cells above drive strength 1 | 28.15% |
| # Cells Yosys | 292 |
| Hold WC Path Type | in2reg |
| Final GP Congestion | 0.8951 |
| Number of antenna-violating nets in the routed design | 0 |
| Fraction of post-synthesis cell area in the top cell type by area | 21.85% |
| Achievable clock frequency | 0.4506 GHz |
| Synth Warn # | 1 |
| Inst Count DP | 494 |
| Final core utilization | 48.32% |
| Unique cell type count in the Yosys netlist | 54 |
| Count of final setup violators | 9 |
| Clock root buffer | clkbuf_8 |
| WL final | 6881 um |
| Relative area change from synthesis to final layout | 54.62% |
## layer usage
metal / up-vias / track usage (%) / wire length (um)
met2: 79 / 29.42 / 3147
met3: 7 / 1.217 / 380
met1: 1169 / 27.08 / 3266
met5: - / 0 / 0
li1: 1239 / - / -
met4: 0 / 2.309 / 86
## placed cells by master, fill, tap and decap left out, types with 2 or more instances in the layout
| master | synthesis | layout |
|---|---|---|
| buf_6 | 7 | 8 |
| and2_1 | 2 | 2 |
| nand2b_1 | 6 | 5 |
| ha_1 | 22 | 22 |
| xnor2_1 | 9 | 8 |
| o22ai_1 | 4 | 4 |
| dlymetal6s2s_1 | 0 | 3 |
| mux2i_1 | 2 | 2 |
| xor2_1 | 4 | 2 |
| o2bb2ai_1 | 2 | 2 |
| nor3_1 | 4 | 4 |
| clkbuf_8 | 0 | 3 |
| nand4_1 | 2 | 2 |
| nor2_1 | 26 | 26 |
| dlygate4sd2_1 | 0 | 3 |
| o21ai_1 | 1 | 8 |
| buf_4 | 12 | 73 |
| fa_2 | 0 | 2 |
| a31oi_1 | 7 | 6 |
| nand2_1 | 23 | 22 |
| xor2_2 | 0 | 2 |
| o21ai_0 | 34 | 26 |
| o211ai_1 | 2 | 2 |
| a21o_1 | 7 | 7 |
| a21oi_2 | 1 | 4 |
| a21oi_1 | 26 | 23 |
| inv_1 | 23 | 22 |
| maj3_1 | 2 | 2 |
| dfrtp_1 | 20 | 20 |
| nand2_2 | 1 | 2 |
| clkdlybuf4s50_1 | 0 | 44 |
| nand3_1 | 4 | 4 |
| a32oi_1 | 3 | 3 |
| a221oi_1 | 2 | 2 |
| a32o_1 | 2 | 2 |
## stage by stage
stage | hold slack [ns] | power [uW] | setup WS (ns) | TNS, ns | instance area (um^2)
6_report | 0.3174 | 1995 | -0.5194 | -3.130 | 3542
3_3_place_gp | 0.7115 | 1468 | -1.294 | -9.343 | 3338
4_1_cts | 0.3132 | 1998 | -0.5309 | -3.131 | 3490
5_1_grt | 0.3240 | 2144 | -0.6537 | -4.378 | 3542
3_5_place_dp | 0.7092 | 1470 | -1.335 | -9.443 | 3338
2_1_floorplan | 0.04441 | 1036 | -0.9819 | -6.074 | 2337
## path summary, 6_finish.rpt
path                       startpoint                      end  slack (ns)  cells after the start
setup / recovery            opcode[0]        rslt[6]$_DFF_PN0_       -0.52                     14
hold / removal              opcode[1]  opcode_out[1]$_DFF_PN0_        0.32                      2
max in group asynchronous       rst_n        rslt[6]$_DFF_PN0_        1.06                      2
min in group asynchronous       rst_n  opcode_out[3]$_DFF_PN0_        0.41                      2
## kinds of logic (layout without fill, tap and decap cells)
logic type,Yosys count,after routing,synth area share [%]
XOR/XNOR,13,13,4.970
AND-OR/OR-AND,100,100,26.76
AND/OR/NAND/NOR,82,82,18.13
adder cells (fa/ha/maj),26,26,14.64
multiplexers,3,3,1.365
flip-flops,20,20,21.85
buffers and inverters,48,161,12.29
## critical path, stage by stage
cell	delay (ns)
buf_6	0.11
buf_6	0.11
nor3_4	0.17
o21ai_1	0.11
o21ai_2	0.06
nor2_1	0.07
fa_2	0.36
fa_2	0.38
nor2b_2	0.11
o21ai_1	0.06
nand2b_1	0.11
a31oi_1	0.11
xnor2_1	0.14
o2bb2ai_1	0.12
## sequential cells by signal, summed over array words and instances, names as in the netlist
register / cells
rslt: 8
opcode_out: 4
dst: 3
dmenbl: 1
dmaddr: 4
## power by group
group,internal (uW),switching [uW],total (uW),leakage [uW]
combinational,549,410,959,0.00138
sequential,523,23.1,546,0.000236
clock,314,175,489,0.0000357
## final cells by class
type / instances / area share [%]
clock buffers: 3 / 1.166
flip-flops and latches: 20 / 14.13
inverters: 24 / 2.579
multi-input cells: 224 / 44.97
well taps: 99 / 3.497
clock inverters: 1 / 0.8478
repair buffers: 133 / 32.82
## what timing repair did
item                                   CTS  global route
setup endpoints to repair                9            11
pin swaps                               20             7
endpoints found under the hold margin    0             0
resized                                 45            11
setup buffers                            4             2
Power and IR drop assume default switching activity.
